[flow/config.mk]
export PLATFORM = sky130hd
export DESIGN_NAME = abstractFSM
export DESIGN_NICKNAME = abstractFSM
export VERILOG_FILES = /design/flow/design.v
export SDC_FILE = /design/flow/constraint.sdc
export NUM_CORES = 4
export LEC_CHECK = 1
export CORE_AREA = 10 10 70 70
export DIE_AREA = 0 0 80 80
[flow/constraint.sdc]
current_design abstractFSM

set clk_period 2.3
set clk_io_pct 0.2

create_clock -name clk0 -period $clk_period [get_ports {clock}]

set non_clock_inputs [all_inputs -no_clocks]
set_input_delay [expr $clk_period * $clk_io_pct] -clock clk0 $non_clock_inputs
set_output_delay [expr $clk_period * $clk_io_pct] -clock clk0 [all_outputs]
[flow/design.v]
`default_nettype none
module abstractFSM(
    output logic [3:0] credit,
    output logic drop,
    output logic q0, q1, q2,
    input logic [1:0] coin,
    input logic clock, reset);
    enum logic [2:0] {A0,A1,B1,A2,B2,A3,B3,B0} currState, nextState;
    always_ff @(posedge clock)
        if (reset == 1'b1) currState <= A0;
        else currState <= nextState;
    always_comb begin
        q0 = currState[0];
        q1 = currState[1];
        q2 = currState[2];
       case (currState)
            A0:begin
                case (coin)
                    2'b01: nextState = A1;
                    2'b10: nextState = A3;
                    2'b11: nextState = B1;
                    default: nextState = A0;
                endcase
                credit = 4'b0;
                drop = 1'b0;
            end
            A1:begin
                case (coin)
                    2'b01: nextState = A2;
                    2'b10: nextState = B0;
                    2'b11: nextState = B1;
                    default: nextState = A1;
                endcase
                credit = 4'd1;
                drop = 1'b0;
            end
            B1:begin
                case (coin)
                    2'b01: nextState = A2;
                    2'b10: nextState = B0;
                    2'b11: nextState = B2;
                    default: nextState = A1;
                endcase
                credit = 4'd1;
                drop = 1'b1;
            end
            A2:begin
                case (coin)
                    2'b01: nextState = A3;
                    2'b10: nextState = B1;
                    2'b11: nextState = B3;
                    default: nextState = A2;
                endcase
                credit = 4'd2;
                drop = 1'b0;
            end
            B2:begin
                case (coin)
                    2'b01: nextState = A3;
                    2'b10: nextState = B1;
                    2'b11: nextState = B3;
                    default: nextState = A2;
                endcase
                credit = 4'd2;
                drop = 1'b1;
           end
            A3:begin
                case (coin)
                    2'b01: nextState = B0;
                    2'b10: nextState = B2;
                    2'b11: nextState = B0;
                    default: nextState = A3;
                endcase
                credit = 4'd3;
                drop = 1'b0;
            end
            B3:begin
                case (coin)
                    2'b01: nextState = B0;
                    2'b10: nextState = B2;
                    2'b11: nextState = B0;
                    default: nextState = A3;
                endcase
                credit = 4'd3;
                drop = 1'b1;
            end
            B0:begin
                case (coin)
                    2'b01: nextState = A1;
                    2'b10: nextState = A3;
                    2'b11: nextState = B1;
                    default: nextState = B0;
                endcase
                credit = 1'd0;
                drop = 1'b1;
            end
        endcase
    end
endmodule:abstractFSM
[flow/run.sh]
#!/bin/bash
# OpenROAD 26Q1-2900-gdf79404cd8, Yosys 0.63+post, stock flow scripts
make -C /OpenROAD-flow-scripts/flow DESIGN_CONFIG=/design/flow/config.mk WORK_HOME=/design/flow/orfs finish
==> flow_metrics.tcl <==
# place-and-route summary
set metrics [dict create \
    syn_to_final_growth_pct 34.9 \
    reg.largest.list "currState x3" \
    avgSynthCellArea_sq_um 7.90 \
    drv_slew 0 \
    regMostFlops "currState" \
    power_frac_clock_pct 18.2 \
    fill_cells 404 \
    setup_violations 0 \
    hp-class "flip-flop to flip-flop" \
    fp-row-count 21 \
    clkTransAtPathRegs_ps 40 \
    largest_reg_flops 3 \
    synth-xor-area-share_pct 4.11 \
    simple_gate_area_share_pct 15.5 \
    gr-usage-met2_pct 4.74 \
    use_met3_pct 0.455 \
    chip_area_sq_mm 0.00640 \
    hold_start "currState[1]$_SDFF_PP0_" \
    fmax_mhz 468 \
    grt.met1_usage_pct 4.51 \
    synth_warnings 1 \
    cts.sinks 3 \
    timing.final.crit_share_pct 92.9 \
    globalRoute.busiestLayer "met2" \
    die_w_um 80 \
    final_core_util_pct 16.8 \
    cts.repair.resized 0 \
    rsz0062_at_grt "false" \
    wire_per_inst_um 8.81 \
    grt_antenna_before_repair 0 \
    cts_max_level 1 \
    arrival_ps 1680 \
    ys_types 30 \
    swShare_pct 36.6 \
    cp-end-kind "output port" \
    report.final.hold_viol_count 0 \
    timing.rr.start "currState[0]$_SDFF_PP0_" \
    holdPathEnd "currState[1]$_SDFF_PP0_" \
    globalRouteTotalUtil_pct 3.15 \
    insertion_delay_ps 230 \
    warnings 31 \
    clock-root-buffer "clkbuf_4" \
    routed_wl_um 969 \
    reg2reg_slack_ps 790 \
    seqPwrFrac_pct 26.2 \
    worstRegToRegCells 4 \
    cp-start-kind "flip-flop" \
    critPathKind "flip-flop to output port" \
    synthCells 54 \
    aoi_share_pct 26.7 \
    logic_family "AND-OR/OR-AND gates" \
    gp_congestion 0.827 \
    hold_buffers 0 \
    ant_nets 0 \
    ff_latch_area_sq_um 60.1 \
    dpl.hpwl_um 793 \
    p_int_mw 0.317 \
    drive_gt1_share_pct 10.9 \
    core_area_sq_mm 0.00342 \
    p_per_area_mw_per_mm2 868 \
    worstSetupStartpoint "currState[0]$_SDFF_PP0_" \
    r2r-end "currState[2]$_SDFF_PP0_" \
    pin_count 12 \
    antenna_cells 0 \
    fp_util_pct 12.5 \
    cp_max_fo 14 \
    p_leak_nw 0.231 \
    holdPathStages 2 \
    max_cap_viol_count 0 \
    muxShareOfSynthArea_pct 4.69 \
    top_cell_area_share_pct 20.5 \
    ys_ff 3 \
    cts_tree "built" \
    post_cts_buffers 0 \
    drt-initial-drc-count 23 \
    synthesis.area_sq_um 427 \
    ys_seq_share_pct 14.1 \
    yosys_cells 54 \
    grt_first_pass_wirelength_um 1730 \
    die_h_um 80 \
    grt_max_degree 16 \
    grt_overflow 0 \
    setup_tns_ps 0 \
    p_sw_mw 0.183 \
    grt_pass1_vias 411 \
    logic_area_sq_um 323 \
    drcViolationCount 0 \
    port_buffers 9 \
    clockBufferDepth 2 \
    required_ps 1840 \
    cts_buffers 3 \
    drtPass1Iterations 4 \
    status "complete, no violations" \
    timing.final.crit_period_ps 2140 \
    pwr-share-comb_pct 55.5 \
    vias_per_cell 3.67 \
    adder_share_pct 22.9 \
    top_area_cell "ha_1" \
    ys_chip_area_sq_um 427 \
    peakVddDrop_mv 0.168 \
    fin_skew_ps 1.06 \
    area_leaders "ha_1, dfxtp_1, a21oi_1, mux2i_1, o21ai_1" \
    vias 404 \
]
==> metrics by stage <==
stage               setup WS (ps)  hold slack [ps]  power (mW)  std cells  cell area [sq um]
global route                 15.2              690       0.559        110                576
floorplan                     924              522       0.288         55                430
finish                        163              629       0.499        110                576
CTS                           110              641       0.515        110                576
global placement              268              628       0.413        106                549
detailed placement            234              640       0.419        106                549
==> logic make-up (layout without fill, tap and decap cells) <==
| family | after synthesis | count (layout) |
|---|---|---|
| compound gates | 18 | 18 |
| xor+xnor | 2 | 2 |
| fa+ha+maj | 8 | 8 |
| buf+inv | 8 | 17 |
| flops | 3 | 3 |
| mux | 2 | 2 |
| other cells | 1 | 2 |
| simple gates | 12 | 12 |
==> metal layers <==
| metal | vias up | part of all wire, % |
|---|---|---|
| met1 | 183 | 54 |
| met2 | 13 | 41 |
| met5 | - | 0 |
| met3 | 2 | 2.0 |
| li1 | 206 | - |
| met4 | 0 | 2.5 |
==> layout make-up <==
type | instances | share of cell area (%)
Multi-Input combinational cell | 44 | 56.1
Sequential cell | 3 | 10.4
Timing Repair Buffer | 10 | 17.0
Clock buffer | 4 | 4.57
Inverter | 3 | 1.96
Tap cell | 46 | 10.0
==> power groups by stage <==
stage                 clock (mW)  combinational (mW)  sequential [mW]
after CTS                 0.0967               0.287            0.132
after global routing       0.102               0.315            0.141
final                     0.0910               0.277            0.131
==> synth_stat cells <==
library cell,number
xnor2_1,1
nand2b_1,1
o21ai_0,2
a22oi_1,1
xor2_1,1
o32a_1,1
nor2_2,1
mux2i_1,2
inv_1,2
a21oi_1,5
dfxtp_1,3
nand4b_1,1
buf_4,2
o21ai_1,3
o211ai_1,1
and3b_1,1
nand2_1,1
conb_1,1
maj3_1,1
a221oi_1,1
inv_2,1
o22ai_1,1
ha_1,7
nor3b_1,1
buf_2,2
a21o_1,2
buf_6,1
a21oi_2,1
nor2_1,4
nor3_1,2
==> how the worst max path moves through the flow <==
| stage | to | slack [ps] | cells past startpoint |
|---|---|---|---|
| final | drop | 160 | 3 |
| after global routing | credit[1] | 20 | 3 |
| after CTS | credit[1] | 110 | 3 |
==> cell usage in the layout (no fill, tap or decap), drive strengths merged <==
cell type / Yosys / routed
a21oi: 6 / 6
clkbuf: 0 / 4
nor3b: 1 / 1
nand4b: 1 / 1
o22ai: 1 / 1
o21ai: 5 / 5
o32a: 1 / 1
ha: 7 / 7
nand2b: 1 / 1
maj3: 1 / 1
clkdlybuf4s50: 0 / 9
inv: 3 / 3
xnor2: 1 / 1
dfxtp: 3 / 3
and3b: 1 / 1
conb: 1 / 2
xor2: 1 / 1
o211ai: 1 / 1
buf: 5 / 1
a22oi: 1 / 1
a21o: 2 / 2
a221oi: 1 / 1
nor3: 2 / 2
mux2i: 2 / 2
nor2: 5 / 5
nand2: 1 / 1
==> worst max-delay path: stages, from the launching register on <==
cell	delay, ps
dfxtp_1	620
inv_2	70
maj3_1	340
clkdlybuf4s50_1	410
Power and IR drop assume default switching activity.
